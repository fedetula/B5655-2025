==> design.v <==
module seg7_decoder (
    input  logic [3:0] bin,            
    input  logic       is_common_anode,  
    output logic [6:0] seg             
);
    always_comb begin
        case (bin)
            4'h0: seg = 7'b0111111;   
            4'h1: seg = 7'b0000110;   
            4'h2: seg = 7'b1011011;   
            4'h3: seg = 7'b1001111;   
            4'h4: seg = 7'b1100110;   
            4'h5: seg = 7'b1101101;   
            4'h6: seg = 7'b1111101;   
            4'h7: seg = 7'b0000111;   
            4'h8: seg = 7'b1111111;   
            4'h9: seg = 7'b1101111;   
            4'hA: seg = 7'b1110111;   
            4'hB: seg = 7'b1111100;   
            4'hC: seg = 7'b0111001;   
            4'hD: seg = 7'b1011110;   
            4'hE: seg = 7'b1111001;   
            4'hF: seg = 7'b1110001;   
            default: seg = 7'b0000000;
        endcase
        if (is_common_anode) seg = ~seg;
    end
endmodule
==> run.sh <==
#!/bin/bash
# OpenROAD 26Q1-2900-gdf79404cd8, Yosys 0.63+post, stock flow scripts
make -C /OpenROAD-flow-scripts/flow DESIGN_CONFIG=/design/flow/config.mk WORK_HOME=/design/flow/orfs finish
==> config.mk <==
export PLATFORM = sky130hd
export DESIGN_NAME = seg7_decoder
export DESIGN_NICKNAME = seg7_decoder
export VERILOG_FILES = /design/flow/design.v
export SDC_FILE = /design/flow/constraint.sdc
export NUM_CORES = 4
export LEC_CHECK = 1
export CORE_AREA = 10 10 70 70
export DIE_AREA = 0 0 80 80
==> constraint.sdc <==
current_design seg7_decoder

set clk_period 1.9
set clk_io_pct 0.2

create_clock -name clk0 -period $clk_period

set non_clock_inputs [all_inputs -no_clocks]
set_input_delay [expr $clk_period * $clk_io_pct] -clock clk0 $non_clock_inputs
set_output_delay [expr $clk_period * $clk_io_pct] -clock clk0 [all_outputs]
==> results.toml <==
# synthesis and place-and-route metrics
[run_status]
status = "finished clean"

[sta]
setup_slack_ps = 19.2
slew_viol_final = 0
finalHoldViolCount = 0
rsz0062_at_grt = "true"
relSlewSlack_pct = 83.8
setup_viol = 0
period_minus_slack_ps = 1880
final.setup.tns_ps = 0
fmax_mhz = 532
tightest_slew_ps = 243
fin_hold_ws_ps = 1260
final_min_period_over_clock_period_pct = 99.0

[routing]
ant_nets = 0
via_per_inst = 3.38
drtPass1Iterations = 3
drc_errors = 0
num_antenna_cells = 0
routed_wl_um = 1030
via_count = 378
wire_per_inst_um = 9.23
drtIter0Drc = 9

[grt]
grt.overflow.total = 0
use_met1_pct = 4.17
track_usage_pct = 2.94
grt_use_met3_pct = 1.02
antenna_found_initial = 0
busiest_layer = "met2"
grt_pass1_wl_um = 1610
use_met2_pct = 4.41
grt_max_degree = 8
grt_pass1_vias = 362

[floorplanning]
rows = 21
io_pins = 12
core_mm2 = 0.00342
die_width_um = 80
fp-utilization_pct = 10.1
fp.dieArea_mm2 = 0.00640
die_h_um = 80

[layout]
regArea_um2 = 0
num-fill-cells = 393
drive_gt1_share_pct = 62.1
stdcell_area_um2 = 687
logic_area_um2 = 384
nClkBuffers = 0
flops = 0
layout.cells.non_filler = 112
area_delta_synth_final_pct = 98.2

[setup_path]
startpoint_type = "primary input"
required_ps = 1520
cp.arrival_ps = 1500
worstSetupEndpointType = "primary output"
crit_type = "in -> out"
worstPathMaxFanout = 6

[clock_network]
cts_hold_buf = 0

[yosys]
top_area_cell = "ha_1"
ys_seq_share_pct = 0
synth_cell_types = 24
yosys_area_um2 = 347
yosysWarnings = 1
adder_share_pct = 21.7
top_cell = "ha_1"
synth-simple-area-share_pct = 18.4
post_synth.cell_area_avg_um2 = 8.25
syn-cell-area_um2 = 347
ys_sh_aoi_pct = 14.1
syn_inst = 42
top_cells_by_area = "ha_1, mux2i_1, xnor2_1, xor2_1, mux2_2"
ys_cells = 42
ys_sh_mux_pct = 21.7
xor_share_pct = 15.2
ys_top_logic_family = "adder cells"
yosysTopAreaCellShare_pct = 21.7

[flow_run]
warnings = 39
max_cap_violations = 0

[min_path]
hold_path_class = "in -> out"

[power_and_ir_drop]
cellPowerDensity_mw_per_mm2 = 215
p_leak_nw = 0.287
peakVddDrop_v = 0.0000778

[placement]
gp_congestion = 0.822
dp_cells = 111
portBuffers = 12
placedInstanceArea_um2 = 609
pre_cts_slack_ps = -870
-- critical path: stages --
cell and delay [ps]:
buf_8 110, buf_6 130, ha_4 160, mux4_2 480
xnor2_1 140, buf_2 110
-- metal layers --
metal	routed length [µm]	vias up
met5	0	-
met2	399	9
met4	0	0
met1	556	170
li1	-	199
met3	79	0
-- layout by cell type (no fill, tap or decap) --
cell and instances:
dlygate4sd2_1 2, nand2b_2 1, nor2_1 1, xnor2_1 3, buf_8 2, o221ai_1 1, and2_1 1, inv_2 1
mux4_2 1, ha_1 2, nand2_1 2, a21boi_1 1, nand4_1 1, clkdlybuf4s15_1 2, and3b_1 1, nand2b_1 1
clkbuf_2 2, nor2b_1 1, buf_6 3, inv_8 1, ha_4 3, buf_2 4, buf_4 12, ha_2 1
xor2_1 3, mux2i_1 3, a21oi_2 3, a31o_2 1, o32ai_2 1, inv_6 1, mux2_2 2, nor3_2 2
-- repair_timing --
action | 4_1_cts | 5_1_grt
resized | 50 | 13
pin swaps | 6 | 3
endpoints found under the setup margin | 7 | 5
setup buffers | 1 | 0
-- cell families after synthesis --
| logic type | Yosys count |
|---|---|
| buffers and inverters | 6 |
| muxes | 6 |
| adders and majority gates | 6 |
| AOI/OAI and AO/OA | 7 |
| xor gates and xnor gates | 6 |
| and+or+nand+nor | 11 |
-- report_power, final --
group / switching (mW) / internal (mW) / leakage [nW]
logic: 0.0596 / 0.0879 / 0.287
clock network: 0 / 0 / 0
registers: 0 / 0 / 0
total: 0.0596 / 0.0879 / 0.287
-- final cells by class --
type,count,area share [%]
Multi-Input combinational cell,36,55.9
Timing Repair Buffer,27,32.2
Inverter,3,3.46
Tap cell,46,8.38
-- path summary, 6_finish.rpt --
check                   from  endpoint  slack [ps]  cells past startpoint
worst max-delay path  bin[1]    seg[3]          20                      6
worst min-delay path  bin[1]    seg[1]        1260                      5
-- stage by stage --
| step | util [%] | power [mW] |
|---|---|---|
| finish | 20.1 | 0.147 |
| global route | 20.1 | 0.164 |
| CTS | 19.6 | 0.145 |
| detailed placement | 17.8 | 0.143 |
| global placement | 17.8 | 0.143 |
| floorplan | - | 0.0581 |
Power figures rest on the tool's default switching activity, not on a simulated workload.
