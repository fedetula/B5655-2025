==> ./design.v <==
module counter #(
    parameter N = 4   
) (
    input  logic clk,       
    input  logic reset,     
    input  logic enable,    
    output logic [N-1:0] count   
);
    always_ff @(posedge clk) begin
        if (reset) begin
            count <= '0;            
        end else if (enable) begin
            count <= count + 1;      
        end
    end
endmodule
==> ./run.sh <==
#!/bin/bash
# OpenROAD 26Q1-2900-gdf79404cd8, Yosys 0.63+post, stock flow scripts
make -C /OpenROAD-flow-scripts/flow DESIGN_CONFIG=/design/flow/config.mk WORK_HOME=/design/flow/orfs finish
==> ./config.mk <==
export PLATFORM = sky130hd
export DESIGN_NAME = counter
export DESIGN_NICKNAME = counter
export VERILOG_FILES = /design/flow/design.v
export SDC_FILE = /design/flow/constraint.sdc
export NUM_CORES = 4
export LEC_CHECK = 1
export CORE_AREA = 10 10 70 70
export DIE_AREA = 0 0 80 80
==> ./constraint.sdc <==
current_design counter

set clk_period 1.7
set clk_io_pct 0.2

create_clock -name clk0 -period $clk_period [get_ports {clk}]

set non_clock_inputs [all_inputs -no_clocks]
set_input_delay [expr $clk_period * $clk_io_pct] -clock clk0 $non_clock_inputs
set_output_delay [expr $clk_period * $clk_io_pct] -clock clk0 [all_outputs]
==> impl_metrics.prom <==
# HELP chip_impl_metric Implementation results
# TYPE chip_impl_metric gauge
chip_impl_metric{name="grt_antenna_before_repair",unit=""} 0
chip_impl_metric{name="dieArea",unit="sq um"} 6400
chip_impl_info{name="worstSetupStartpoint",value="count[0]"} 1
chip_impl_info{name="reg2reg_from",value="count[0]"} 1
chip_impl_metric{name="placeableCoreArea",unit="sq um"} 3420
chip_impl_info{name="worstReg2RegEnd",value="count[1]"} 1
chip_impl_metric{name="cts.clk_slew.worst_paths",unit="ns"} 0.04
chip_impl_metric{name="port-buffer-count",unit=""} 6
chip_impl_metric{name="area_growth_syn_to_layout",unit="%"} 78.3
chip_impl_metric{name="cts_resized",unit=""} 0
chip_impl_metric{name="die_height",unit="um"} 80
chip_impl_info{name="crit_path_top_delay_cell",value="sky130_fd_sc_hd__clkdlybuf4s50_1"} 1
chip_impl_metric{name="drive_gt1_share",unit="%"} 24.0
chip_impl_metric{name="grt_util_met3",unit="%"} 2.16
chip_impl_metric{name="gr-usage-met2",unit="%"} 1.85
chip_impl_metric{name="final_period_minus_worst_setup_slack",unit="ns"} 1.47
chip_impl_info{name="synth_area_leader_cell",value="sky130_fd_sc_hd__dfxtp_1"} 1
chip_impl_metric{name="max_cap_violations",unit=""} 0
chip_impl_metric{name="synth-area-yosys",unit="sq um"} 179
chip_impl_metric{name="routedWlPerCell",unit="um"} 6.62
chip_impl_metric{name="preCtsSetupSlack",unit="ns"} 0.195
chip_impl_metric{name="critPathMaxStageDelay",unit="ns"} 0.50
chip_impl_metric{name="synth-warning-count",unit=""} 1
chip_impl_metric{name="final-max-slew-violation-count",unit=""} 0
chip_impl_info{name="cp_cell_sequence",value="clkdlybuf4s50_1"} 1
chip_impl_metric{name="clk_path_buf_depth",unit=""} 2
chip_impl_metric{name="critical_path_buf_inv_count",unit=""} 1
chip_impl_metric{name="synth_largest_type_area_fraction",unit="%"} 44.8
chip_impl_info{name="synth.top_cells.by_area",value="sky130_fd_sc_hd__dfxtp_1 (45%), sky130_fd_sc_hd__mux2_4 (8.4%), sky130_fd_sc_hd__ha_1 (7.0%)"} 1
chip_impl_info{name="cell_class_contributing_the_biggest_share_of_worst_path_delay",value="buffers and inverters"} 1
chip_impl_metric{name="layout_worst_path_cycle_share",unit="%"} 86.3
chip_impl_metric{name="finalWeightedCongestion",unit=""} 0.647
chip_impl_metric{name="dpl.cell_count",unit=""} 68
chip_impl_metric{name="detailroute.via_count",unit=""} 139
chip_impl_info{name="globalRoute.busiestLayer",value="met1"} 1
chip_impl_metric{name="chipWidth",unit="um"} 80
chip_impl_metric{name="number_of_drc_markers_after_the_initial_detailed_route_iteration",unit=""} 12
chip_impl_metric{name="stdcell_count",unit=""} 71
chip_impl_metric{name="finClkSkew",unit="ns"} 0.00331
chip_impl_metric{name="cts.sinks",unit=""} 4
chip_impl_metric{name="cts.hold.buffers_added",unit=""} 0
chip_impl_metric{name="flip_flop_count_of_the_largest_register_after_layout",unit=""} 4
chip_impl_info{name="result_of_the_run",value="complete, no violations"} 1
chip_impl_metric{name="cellPowerDensity",unit="nW/um^2"} 781
chip_impl_metric{name="rows",unit=""} 21
chip_impl_metric{name="warning_count",unit=""} 25
chip_impl_metric{name="post_route_wl",unit="um"} 470
chip_impl_metric{name="tightestPinTransition",unit="ns"} 0.251
chip_impl_info{name="mostFrequentLayoutCell",value="sky130_fd_sc_hd__clkdlybuf4s50_1"} 1
chip_impl_metric{name="antenna_cells_inserted",unit=""} 0
chip_impl_metric{name="synth_flop_count",unit=""} 4
chip_impl_metric{name="fp_util",unit="%"} 5.24
chip_impl_metric{name="synth-seq-area-share",unit="%"} 44.8
chip_impl_metric{name="worst_ir_drop_vdd",unit="uV"} 213
chip_impl_metric{name="gr-usage-all-layers",unit="%"} 1.76
chip_impl_metric{name="sequential_cell_area",unit="sq um"} 80.1
chip_impl_info{name="layout_top_registers",value="count: 4 flops"} 1
chip_impl_info{name="hold_class",value="reg2reg"} 1
chip_impl_info{name="clock_tree.root_cell",value="sky130_fd_sc_hd__clkbuf_4"} 1
chip_impl_metric{name="timing.setup.tns",unit="ns"} 0
chip_impl_info{name="holdPathEnd",value="count[3]"} 1
chip_impl_metric{name="reg2reg_depth",unit=""} 3
chip_impl_metric{name="average_cell_area_after_synthesis",unit="sq um"} 11.2
chip_impl_metric{name="yosys.cell_types.count",unit=""} 11
chip_impl_metric{name="grt_max_degree",unit=""} 6
chip_impl_metric{name="drc_violations_left",unit=""} 0
chip_impl_metric{name="grt_first_pass_wirelength",unit="um"} 834
chip_impl_metric{name="reg2reg_slack",unit="ns"} 0.74
chip_impl_metric{name="antenna_left",unit=""} 0
chip_impl_metric{name="cp.required",unit="ns"} 1.36
chip_impl_metric{name="num_io_pins",unit=""} 7
chip_impl_info{name="crit_path_start_kind",value="register"} 1
chip_impl_metric{name="worst_hold_path.num_cells",unit=""} 2
chip_impl_metric{name="mappedNetlistArea",unit="sq um"} 179
chip_impl_metric{name="worst_path_fanout_max",unit=""} 4
chip_impl_metric{name="postCtsSetupRepairBufs",unit=""} 0
chip_impl_metric{name="max_slew_margin",unit="%"} 83.2
chip_impl_metric{name="timing.final.ws_setup",unit="ns"} 0.232
chip_impl_metric{name="post_drt_via_cell_ratio",unit=""} 1.96
chip_impl_metric{name="timing.fmax",unit="MHz"} 681
chip_impl_info{name="cts_tree",value="yes"} 1
chip_impl_metric{name="hold_viol_final",unit=""} 0
chip_impl_metric{name="nFillCells",unit=""} 401
chip_impl_metric{name="tritoncts.num_buffers",unit=""} 3
chip_impl_metric{name="met1_usage",unit="%"} 2.19
chip_impl_metric{name="cp_data_arrival_time",unit="ns"} 1.13
chip_impl_metric{name="final-comb-area",unit="sq um"} 98.8
chip_impl_info{name="worst_hold_startpoint",value="count[3]"} 1
chip_impl_metric{name="setup_viol_count_final",unit=""} 0
chip_impl_metric{name="post_synth_inst_count",unit=""} 16
chip_impl_metric{name="grt_pass1_vias",unit=""} 161
chip_impl_info{name="class_of_the_most_critical_setup_path",value="reg2out"} 1
chip_impl_metric{name="dr.pass1.iters",unit=""} 2
chip_impl_metric{name="yosys-stat-cells",unit=""} 16
chip_impl_info{name="endpoint_kind",value="primary output"} 1
chip_impl_metric{name="power.leakage",unit="nW"} 0.120
chip_impl_metric{name="globalRoute.totalOverflow",unit=""} 0
chip_impl_metric{name="clock_insertion_delay_worst_skew",unit="ns"} 0.23
chip_impl_info{name="registers.top_by_ff_count",value="count"} 1
chip_impl_metric{name="ctsHtreeMaxLevel",unit=""} 1
chip_impl_info{name="grt_setup_unrepaired",value="no"} 1
chip_impl_info{name="final_layout_top_logic_cells",value="sky130_fd_sc_hd__clkdlybuf4s50_1 (6), sky130_fd_sc_hd__dfxtp_1 (4), sky130_fd_sc_hd__nor2_1 (3), sky130_fd_sc_hd__clkbuf_4 (3)"} 1
## metrics by stage
stage | total power, mW | util (%) | hold WS (ns) | instance area [sq um]
floorplan | 0.116 | - | 0.409 | 179
global placement | 0.137 | 8.68 | 0.553 | 297
detailed placement | 0.137 | 8.68 | 0.567 | 297
CTS | 0.256 | 9.34 | 0.577 | 319
global route | 0.271 | 9.34 | 0.620 | 319
finish | 0.249 | 9.34 | 0.572 | 319
## power breakdown
part | switching, mW | total (mW) | internal (mW)
clock | 0.0351 | 0.114 | 0.0787
sequential | 0.00641 | 0.106 | 0.0997
combinational | 0.0101 | 0.0294 | 0.0192
total | 0.0516 | 0.249 | 0.198
## worst min-delay path, delay by kind of cell, from the launching register on
family	cells	cell delay, ns
DFF	1	0.31
and+or+nand+nor	1	0.10
muxes	1	0.14
## worst max path at each step
stage / endpoint / slack, ns / cells past startpoint
after global routing: count[0] / 0.14 / 1
final: count[0] / 0.23 / 1
after CTS: count[0] / 0.21 / 1
## per-layer routing
layer  wire length [um]  share of wire (%)
met3                100                 21
met1                224                 48
met5                  0                  0
met4                  0                  0
met2                146                 31
## cell usage after synthesis (all sizes together)
cell and instances:
ha 1, a21oi 1, a21bo 1, mux2 1, dfxtp 4, xnor2 1
mux2i 1, nor2b 1, nand3b 1, nor2 3, nand4 1
## cell families (layout without fill, tap and decap cells)
family / after synthesis / in the layout / synth area share (%)
multiplexers: 2 / 2 / 14.0
adder cells (fa/ha/maj): 1 / 1 / 6.99
AND/OR/NAND/NOR: 6 / 6 / 21.0
XOR/XNOR: 1 / 1 / 4.90
AND-OR/OR-AND: 2 / 2 / 8.39
buffers and inverters: 0 / 9 / 0
flip-flops: 4 / 4 / 44.8
## area by class of cell
cell class                      count  share of cell area [%]
Multi-Input combinational cell     12                    31.0
Sequential cell                     4                    25.1
Timing Repair Buffer                6                    18.8
Tap cell                           46                    18.0
Clock buffer                        3                    7.06
Power figures rest on the tool's default switching activity, not on a simulated workload.
