$ cat design/flow/run.sh
#!/bin/bash
# OpenROAD 26Q1-2900-gdf79404cd8, Yosys 0.63+post, stock flow scripts
make -C /OpenROAD-flow-scripts/flow DESIGN_CONFIG=/design/flow/config.mk WORK_HOME=/design/flow/orfs finish
$ cat design/flow/config.mk
export PLATFORM = sky130hd
export DESIGN_NAME = alu
export DESIGN_NICKNAME = alu
export VERILOG_FILES = /design/flow/design.v
export SDC_FILE = /design/flow/constraint.sdc
export NUM_CORES = 4
export LEC_CHECK = 1
export CORE_AREA = 10 10 70 70
export DIE_AREA = 0 0 80 80
$ cat design/flow/constraint.sdc
current_design alu

set clk_period 3.0
set clk_io_pct 0.2

create_clock -name clk0 -period $clk_period

set non_clock_inputs [all_inputs -no_clocks]
set_input_delay [expr $clk_period * $clk_io_pct] -clock clk0 $non_clock_inputs
set_output_delay [expr $clk_period * $clk_io_pct] -clock clk0 [all_outputs]
$ cat design/flow/design.v
module alu #(
    parameter N = 4        
) (
    input  logic [N-1:0] in1,   
    input  logic [N-1:0] in2,   
    input  logic         sel,   
    output logic [N-1:0] out    
);
    always_comb begin
        case (sel)
            1'b0: out = in1 + in2;   
            1'b1: out = in1 - in2;   
            default: out = '0;        
        endcase
    end
endmodule
==> run summary <==
initial antenna violation count: 0
Slew Limit Fails: 0
IO Port Bufs: 13
clock power share: 0%
Seq/Total Area, Yosys: 0%
Area Growth Syn to Fin: 126%
wire per inst: 5.99 um
leakage power total: 0.193 nW
max_cap viols: 0
Max rail drop VDD: 0.0222 mV
Final Worst Setup Slack: 57.8 ps
hold buffer count at CTS: 0
Peak Freq: 340 MHz
drt via density: 2.31
Die Area: 6400 sq um
n_diodes: 0
RSZ-0062 raised after global routing: no
Fin. Hold Viols: 0
Finished Core Util: 12.3%
Slew headroom: 88.4%
critical path arrival: 2340 ps
vias in the first global route: 188
setup TNS: 0 ps
Comb gate area: 173 sq um
Combinational Power Share: 100.0%
Placer Congestion: 0.751
core footprint: 3420 sq um
Initial DRC Count: 1
chip area line of the yosys report: 185 sq um
outcome: finished clean
Post-Route WL: 521 um
Seq pwr share: 0%
fin crit period: 2940 ps
dpl hpwl: 480 um
most instantiated cells after synthesis: inv_1 (8), ha_1 (4), xnor2_1 (4)
crit start category: input pin
global-route wire length before repair: 793 um
GRT busiest layer: met2
Flops: 0
Die W: 80 um
DR DRC count: 0
grt ovf: 0
most common cell in the synthesized netlist: inv_1
final setup vio count: 0
dpl ws: -548 ps
IO Count: 13
crit-path max FO: 2
worst-margin pin slew: 174 ps
Net Sw Frac: 32.1%
PD cells: 182 nW/um^2
synthesized cell area: 185 sq um
Log Warnings: 32
Die Span Y: 80 um
CP Capture Type: output pin
Synth area leaders: ha_1 (27%), xnor2_1 (19%), inv_1 (16%)
yosys cell count: 24
share of layout cells above drive strength 1: 24.4%
clkbuf count: 0
synth warn: 1
DRT Pass-1 Iters: 2
final period utilization: 98.1%
DR vias: 201
Max-area cell share: 27.0%
Psw: 0.0244 mW
register area: 0 sq um
cell-internal power: 0.0518 mW
Distinct lib cells used: 10
met2 usage: 2.25%
met1 usage: 1.92%
Initial Util: 5.42%
Final ANT Viol Nets: 0
GR Util met3: 0.455%
GRT Overall Usage: 1.41%
fill cell count: 399
post-synth top area cell: ha_1
Rows: 21
hold crit path type: input pin to output pin
Syn Area/Cell: 7.72 sq um
Mapped Cells: 24
critical path required time: 2400 ps
largest net degree at the start of global routing: 3
kind of critical path: input pin to output pin
logic make-up (layout without fill, tap and decap cells):
kind of cell	after synthesis	count (layout)	synth area share, %
AOI/OAI and AO/OA	2	2	6.76
xor gates and xnor gates	5	5	23.6
muxes	1	1	6.08
adders and majority gates	5	5	37.8
and+or+nand+nor	3	3	9.46
buffers and inverters	8	25	16.2
critical path, stage by stage:
cell and delay, ps:
clkdlybuf4s15_2 180, inv_1 40, ha_1 270, mux2_4 290
fa_2 530, inv_1 40, clkdlybuf4s50_1 390
power groups by stage:
stage	combinational, mW	sequential (mW)	clock [mW]
after global routing	0.0839	0	0
final	0.0762	0	0
after CTS	0.0770	0	0
worst paths after layout:
check | slack (ps) | end | start | cells past startpoint
setup / recovery | 60 | out[1] | in2[0] | 7
hold / removal | 2000 | out[3] | sel | 6
cell type report:
cell class                      instances  share of cell area (%)
Timing Repair Buffer                   17                    37.9
Tap cell                               46                    13.7
Inverter                                8                    7.16
Multi-Input combinational cell         16                    41.2
routing by layer:
metal  wire (um)  share of wire, %
met5           0                 0
met4           0                 0
met3          88                17
met2         196                38
met1         236                45
layout by cell type, fill, tap and decap left out:
master           netlist  final
buf_4                  0      4
a21oi_2                0      1
fa_2                   0      1
xnor2_1                4      3
nor3_2                 1      1
dlygate4sd2_1          0      2
inv_1                  8      8
xor2_1                 1      1
mux2_4                 0      1
nor2_1                 2      2
a21o_1                 1      1
clkdlybuf4s15_2        0      1
ha_1                   4      4
clkdlybuf4s50_1        0      8
xnor2_2                0      1
clkdlybuf4s15_1        0      2
what timing repair did:
item | 4_1_cts | 5_1_grt
pin swaps | 4 | 4
gates cloned | 0 | 0
resized | 12 | 1
endpoints found under the setup margin | 3 | 2
setup buffers | 0 | 0
stage by stage:
step	total power, mW	hold slack [ps]	cell area, sq um	instances
finish	0.0762	2000	419	87
floorplan	0.0273	1310	185	24
CTS	0.0770	2040	418	87
global placement	0.0776	2200	410	88
detailed placement	0.0782	2210	410	88
global route	0.0839	2070	419	87
Power figures rest on the tool's default switching activity, not on a simulated workload.
